==> flow/design.v <==
`timescale 1ns/1ps
module iob_uart 
  # (
     parameter DATA_W = 32
     )
  (
   input                     clk,
   input                     rst,
   input                     valid,
   input [2:0]               address,
   input [16-1:0] wdata,
   input                     wstrb,
   output reg [DATA_W-1:0]   rdata,
   output reg                ready,
   output                    txd,
   input                     rxd,
   input                     cts,
   output                    rts
   );
   wire                            tx_wait;
   reg [15:0]                      bit_duration;
   reg                             tx_en;
   reg                             rx_en;
   reg [3:0]                       recv_state;
   reg [15:0]                      recv_counter;
   reg [7:0]                       recv_pattern;
   reg [7:0]                       recv_buf_data;
   reg                             recv_buf_valid;
   reg [9:0]                       send_pattern;
   reg [3:0]                       send_bitcnt;
   reg [15:0]                      send_counter;
   reg                             data_write_en;
   wire                            data_read_en;
   reg                             div_write_en;
   reg                             rst_soft_en;
   reg                             tx_en_en;
   reg                             rx_en_en;
   wire                            rst_int;
   reg                             rst_soft;
   reg [1:0]                       cts_int;
   always @(posedge clk, posedge rst)
     if(rst)
       rst_soft <= 1'b0;
     else if (rst_soft_en)
       rst_soft <= wdata[0];
     else
       rst_soft <= 1'b0;
   assign rst_int = rst | rst_soft;
   reg [2:0]       address_reg;
   reg             wstrb_reg;
   always @(posedge clk) begin
      wstrb_reg <= wstrb;
      address_reg <= address;
   end
   always @(posedge clk, posedge rst)
     if(rst)
       ready <= 1'b0;
     else
        ready <= valid;
   always @(posedge clk, posedge rst_int)
     if(rst_int)
       tx_en <= 1'b0;
     else if (tx_en_en)
       tx_en <= wdata[0];
   always @(posedge clk, posedge rst_int)
     if(rst_int)
       rx_en <= 1'b0;
     else if (rx_en_en)
       rx_en <= wdata[0];
   assign rts = rx_en;
   always @(posedge clk) 
     cts_int <= {cts_int[0], cts};
   always @* begin
      data_write_en = 1'b0;
      div_write_en = 1'b0;
      rst_soft_en = 1'b0;
      rx_en_en = 1'b0;  
      tx_en_en = 1'b0;  
      if(valid & wstrb)
        case (address)
          (3'd1): div_write_en = 1'b1;
          (3'd2): data_write_en = 1'b1;
          (3'd3): rst_soft_en = 1'b1;
          (3'd6): tx_en_en = 1'b1;
          (3'd5): rx_en_en = 1'b1;
          default:;
        endcase
   end  
   always @* begin
      rdata = 0;
      if(ready & ~wstrb_reg)
        case (address_reg)
          (3'd0): rdata = {{(DATA_W-1 ){1'b0}}, tx_wait | ~cts_int[1]};
          (3'd1)       : rdata = {{(DATA_W-16){1'b0}}, bit_duration};
          (3'd2)      : rdata = {{(DATA_W-8 ){1'b0}}, recv_buf_data};
          (3'd4): rdata = {{(DATA_W-1 ){1'b0}}, recv_buf_valid};
          default         : rdata = 0;
        endcase
   end
   assign data_read_en = valid & ~wstrb & (address == (3'd2));
   assign tx_wait = (send_bitcnt != 4'd0);
   always @(posedge clk)
     if (rst_int)
       bit_duration <= 1;
     else if (div_write_en)
       bit_duration <= wdata;
   always @(posedge clk, posedge rst_int)
     if(rst_int)  
       send_counter <= 16'd0;
     else if(data_write_en)  
       send_counter <= 16'd1;
     else if(send_counter == bit_duration)  
       send_counter <= 16'd1;             
     else if(send_counter != 16'd0)  
       send_counter <= send_counter + 1'b1;
   always @(posedge clk, posedge rst_int)
     if (rst_int)  
       send_bitcnt <= 4'd0;
     else if (data_write_en)  
       send_bitcnt <= 4'd10;
     else if (send_bitcnt != 0 && send_counter == bit_duration)  
       send_bitcnt <= send_bitcnt - 1'b1;
   always @(posedge clk, posedge rst_int)
     if (rst_int)  
       send_pattern <= ~10'b0;
     else if (data_write_en)  
       send_pattern <= {1'b1, wdata[7:0], 1'b0};
     else if (send_bitcnt && send_counter == bit_duration) 
       send_pattern <= {1'b1, send_pattern[9:1]};
   assign txd = send_pattern[0] | ~tx_en;
   always @(posedge clk, posedge rst_int) begin
      if (rst_int) begin
         recv_state <= 0;
         recv_counter <= 0;
         recv_pattern <= 0;
         recv_buf_data <= 0;
         recv_buf_valid <= 1'b0;
      end else begin
         recv_counter <= recv_counter + 1'b1;
         if (data_read_en)
            recv_buf_valid <= 1'b0;
         case (recv_state)
           4'd0: begin
              if (!rxd)  
                 recv_state <= 1;
              recv_counter <= 1;  
           end
           4'd1:  
             if ( recv_counter == (bit_duration/2) ) begin
                recv_state <= 2;
                recv_counter <= 1;
             end
           default:  
             if (recv_counter == bit_duration) begin
                recv_pattern <= {rxd, recv_pattern[7:1]};  
                recv_state <= recv_state + 1'b1;
                recv_counter <= 1;
             end
           4'd10:
             if (recv_counter == bit_duration) begin
                recv_buf_data <= recv_pattern;
                recv_buf_valid <= 1'b1;
                recv_state <= 0;
             end
         endcase
      end
   end
endmodule
==> flow/run.sh <==
#!/bin/bash
# OpenROAD 26Q1-2900-gdf79404cd8, Yosys 0.63+post, stock flow scripts
make -C /OpenROAD-flow-scripts/flow DESIGN_CONFIG=/design/flow/config.mk WORK_HOME=/design/flow/orfs finish
==> flow/config.mk <==
export PLATFORM = sky130hd
export DESIGN_NAME = iob_uart
export DESIGN_NICKNAME = iob_uart
export VERILOG_FILES = /design/flow/design.v
export SDC_FILE = /design/flow/constraint.sdc
export NUM_CORES = 4
export LEC_CHECK = 1
export CORE_UTILIZATION = 40
==> flow/constraint.sdc <==
current_design iob_uart

set clk_period 2.7
set clk_io_pct 0.2

create_clock -name clk0 -period $clk_period [get_ports {clk}]

set non_clock_inputs [all_inputs -no_clocks]
set_input_delay [expr $clk_period * $clk_io_pct] -clock clk0 $non_clock_inputs
set_output_delay [expr $clk_period * $clk_io_pct] -clock clk0 [all_outputs]
==> impl_metrics.yaml <==
# synthesis and place-and-route metrics
outcome:
  outcome: "complete, no violations"
floorplanning:
  die_w_um: 113
  row_count: 40
  die_area_um2: 12900
  pin_count: 60
  die-height_um: 113
  core-area_um2: 12100
  fp_util_pct: 41.2
layout:
  final_cell_count_no_fill: 731
  area_delta_synth_final_pct: 17.5
  reg_top3: "bit_duration: 16 flops, recv_counter: 16 flops, send_counter: 16 flops"
  layout_top_cell: "nor2_1"
  post_route_cells_drive_above_1_share_pct: 11.4
  lay_top_cells: "nor2_1 (77), dfrtp_1 (61), xor2_1 (60), clkdlybuf4s50_1 (43), nand2_1 (23)"
worst_setup_path:
  arrival_ns: 2.00
  crit_type: "reg -> out"
  cp.required_ns: 2.16
  critPathSlowestCell: "clkdlybuf4s50_1"
  crit_buf_inv: 2
  crit_chain: "inv_1, ha_1, and2_4, nand3_1, o211ai_1, a21oi_1, clkdlybuf4s50_1"
  start_kind: "register"
  max_stage_delay_ns: 0.49
  worstSetupEndpointType: "output port"
  critPathTopFamily: "buffers and inverters"
  worstPathMaxFanout: 13
global_route:
  grt_pass1_wl_um: 17600
  grt_max_degree: 38
  grt_pass1_vias: 3465
  overflow: 0
  antenna_found_initial: 0
  track_usage_pct: 17.8
clock_tree:
  clock-sinks: 92
  clk_path_buf_depth: 2
  cts_root_buf: "clkbuf_16"
  post_cts_buffers: 0
  htreeDepth: 3
  path_clk_slew_ns: 0.07
  insertion_delay_ns: 0.34
  ctsHoldBuffers: 0
  cts_tree: "built"
  cts-buffers-inserted: 9
synth:
  ys_ff: 92
  synth-simple-area-share_pct: 19.2
  ys.warnings.count: 1
  seq_area_frac_synth_pct: 44.4
  syn-cell-area_um2: 4970
  async_reset_ff_share_pct: 76.1
  fa_ha_area_share_pct: 2.27
  syn_avg_cell_area_um2: 9.57
  aoi_share_pct: 7.73
  ys_sh_xor_pct: 13.2
  yosys_area_um2: 4970
  ys_sh_mux_pct: 7.53
  ys_types: 54
  top_logic_kind: "simple AND/OR/NAND/NOR gates"
  flop_cell: "dfrtp_1"
  yosys-stat-cells: 519
  synthesis.instances: 519
  synth-edff-count: 0
detailed_routing:
  first_pass_iters: 5
  drt-wirelength-per-cell_um: 14.8
  drc: 0
  initialDrtViolationCount: 243
  num_vias: 3672
  diodes: 0
  ant_nets: 0
  routed_via_density: 5.02
  wirelength_um: 10800
sta:
  clock_skew_ns: 0.00938
  setup_violations: 0
  final_max_slew_viol_count: 0
  maxSlewHeadroom_pct: 56.6
  hold_viol: 0
  timing.fmax_ghz: 0.394
  rsz0062_at_grt: "false"
  fin_crit_sh_pct: 94.1
  fin_tns_setup_ns: 0
  period_minus_slack_ns: 2.54
  tightest_slew_ns: 0.646
power:
  power.density_nw_per_um2: 816
  p_leak_nw: 2.62
  peakVddDrop_uv: 336
placed_design:
  gp_congestion: 0.830
  io_buffers: 43
  hpwl_um: 7590
  dp_cells: 715
flow_run:
  max-cap-violations: 0
  warnings: 30
hold_path:
  hold_path_class: "reg -> reg"
## worst paths after layout
path / from / end / slack [ns] / depth (start not counted)
max in group asynchronous: rst / recv_buf_data[7] / 1.18 / 4
min in group asynchronous: rst / rst_soft / 0.40 / 2
min: cts_int[0] / cts_int[1] / 0.33 / 0
min reg2reg: cts_int[0] / cts_int[1] / 0.33 / 0
max reg2reg: recv_counter[8] / recv_buf_data[1] / 0.33 / 5
max: send_bitcnt[0] / rdata[0] / 0.16 / 7
## through the flow
stage | setup slack, ns | hold slack (ns) | area [um2] | util [%] | power (mW)
6_report | 0.159 | 0.329 | 5840 | 48.4 | 4.77
4_1_cts | 0.0486 | 0.329 | 5830 | 48.4 | 4.80
3_3_place_gp | 0.373 | 0.313 | 5520 | 45.8 | 3.48
5_1_grt | 0.0295 | 0.333 | 5840 | 48.4 | 5.07
3_5_place_dp | 0.364 | 0.313 | 5520 | 45.8 | 3.51
2_1_floorplan | 0.00553 | 0.281 | 5020 | - | 3.12
## layout make-up
cell class                 instances  area, um2
clock inverter                     3       27.5
inverter                          16       60.1
clock buffer                      13        282
timing repair buffer              53        505
multi-input combinational        386       2550
sequential                        92       2200
fill                            1134       6220
tap                              168        210
## report_power, final
part	switching [mW]	leakage (nW)	internal [mW]
Clock	0.525	0.149	0.739
Sequential	0.292	1.08	1.72
Combinational	0.824	1.40	0.661
## per-layer routing
| metal | up-vias | track usage (%) | share of wire [%] |
|---|---|---|---|
| met2 | 94 | 26.3 | 43 |
| met1 | 1738 | 29.4 | 51 |
| met3 | 8 | 3.30 | 5.6 |
| met4 | 0 | 1.58 | 0.95 |
| met5 | - | 0 | 0 |
| li1 | 1832 | - | - |
## cell usage after synthesis (all sizes together), types with 7 or more instances
master | instances | area, um2
dfxtp | 22 | 440
nand4 | 9 | 62.6
buf | 22 | 150
nor3 | 9 | 61.3
nand3 | 22 | 110
xor2 | 60 | 526
mux2 | 19 | 214
nor4 | 18 | 113
xnor2 | 15 | 131
inv | 16 | 60.1
clkbuf | 18 | 67.6
dfrtp | 61 | 1530
ha | 9 | 113
o21ai | 15 | 75.1
a21oi | 12 | 60.1
nor2 | 78 | 295
nand2 | 23 | 86.3
dfstp | 9 | 236
mux2i | 16 | 160
a31oi | 9 | 56.3
a22oi | 7 | 52.6
and2 | 11 | 68.8
## worst register-to-register path, delay by kind of cell (launching register included)
kind          cells  cell delay [ns]
flops             1             0.46
xor+xnor          1             0.17
simple gates      3             1.25
mux               1             0.39
## cell families (layout without fill, tap and decap cells)
logic type	Yosys count	in the layout
compound gates	59	59
xor+xnor	75	75
fa+ha+maj	9	9
buf+inv	56	85
flops	92	92
mux	35	35
other cells	1	16
simple gates	192	192
## timing repair
item,CTS,global route
cloned,0,0
pin swaps,0,1
hold endpoints to repair,0,0
endpoints found under the setup margin,1,4
gates resized,1,3
Power is estimated from default activity; no workload was simulated.
